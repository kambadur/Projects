===== run.sh =====
#!/bin/bash
# OpenROAD 26Q1-2900-gdf79404cd8, Yosys 0.63+post, stock flow scripts
make -C /OpenROAD-flow-scripts/flow DESIGN_CONFIG=/design/flow/config.mk WORK_HOME=/design/flow/orfs finish

===== config.mk =====
export PLATFORM = sky130hd
export DESIGN_NAME = spi_controller
export DESIGN_NICKNAME = spi_controller
export VERILOG_FILES = /design/flow/design.v
export SDC_FILE = /design/flow/constraint.sdc
export NUM_CORES = 4
export LEC_CHECK = 1
export CORE_AREA = 10 10 85 85
export DIE_AREA = 0 0 95 95

===== constraint.sdc =====
current_design spi_controller

set clk_period 2.2
set clk_io_pct 0.2

create_clock -name clk0 -period $clk_period [get_ports {clk}]

set non_clock_inputs [all_inputs -no_clocks]
set_input_delay [expr $clk_period * $clk_io_pct] -clock clk0 $non_clock_inputs
set_output_delay [expr $clk_period * $clk_io_pct] -clock clk0 [all_outputs]

===== design.v =====
module spi_controller(
	input clk,					 
	input nreset,				 
	input start,				 
	output reg sclk,			 
	output reg nCS,				 
	output reg mosi,			 
	output reg done
	);
    parameter IDLE    = 2'b00;
    parameter CS_LOW  = 2'b01;
    parameter SHIFT   = 2'b10;
    parameter CS_HIGH = 2'b11;
	parameter control = 8'h00;  
	parameter data = 8'h7F;    
    reg [1:0] state_cur, state_nxt;
    reg [15:0] shift_reg;	 
    reg [4:0] bitcount;		 
    localparam BITSTOSHIFT = 4'b1111;  
    localparam PRESCALER = 8'd49;	 
    reg [6:0] clk_counter; 		 
    wire sclk_rise = (clk_counter == PRESCALER);         
    wire sclk_fall = (clk_counter == (PRESCALER>>1));    
    always @(posedge clk) begin
        if(!nreset) clk_counter <= 7'd0;
        else if(state_cur == IDLE) clk_counter <= 7'd0;
        else if (clk_counter == PRESCALER) clk_counter <= 7'd0;
        else clk_counter <= clk_counter + 1'b1;
    end
    always @(posedge clk) begin
        if (!nreset) sclk <= 1'b0;
        else if (state_cur != IDLE && (clk_counter == PRESCALER)) sclk <= ~sclk;  
        else if (state_cur == IDLE) sclk <= 1'b0;  
        else sclk <= sclk;  
    end
    always @(posedge clk) begin
        if (!nreset) state_cur <= IDLE;
        else state_cur <= state_nxt;
    end
    always @(*) begin
        state_nxt = state_cur;  
        nCS = 1'b1;  
        mosi = shift_reg[15];  
        done = 1'b0;  
        case(state_cur)
        IDLE:   begin
            nCS = 1'b1;  
            if (start) begin
                state_nxt = CS_LOW;  
                shift_reg = {control, data};  
                bitcount = BITSTOSHIFT;  
            end
        end
        CS_LOW: begin
            nCS = 1'b0;  
            if (sclk_fall && (sclk != 1'b1)) begin   
                mosi = shift_reg[BITSTOSHIFT];  
                state_nxt = SHIFT;  
            end
        end
        SHIFT: begin
            nCS = 1'b0;  
            if (sclk_fall && (sclk != 1'b1)) begin
                mosi = shift_reg[BITSTOSHIFT];  
                shift_reg = {shift_reg[BITSTOSHIFT-1:0], 1'b0};  
                bitcount = bitcount - 1'b1;
                if (bitcount == 0) state_nxt = CS_HIGH;  
            end
        end
        CS_HIGH: begin
            nCS = 1'b0;  
            if (sclk_fall && (sclk != 1'b1)) begin
                state_nxt = IDLE;  
                done = 1'b1;  
            end
        end
        default: begin
            state_nxt = IDLE;  
            nCS = 1'b1;  
            mosi = 1'b0;  
            done = 1'b0;  
        end
    endcase
    end
    endmodule

==> flow_summary.yaml <==
# generated from flow reports
die:
  die-width_um: 95
  chipArea_mm2: 0.00903
  die_h_um: 95
  io_pins: 7
  fp-row-count: 27
  core_mm2: 0.00547
  fp_util_pct: 20.3
clocking:
  insertion_delay_ps: 230
  post_cts_buffers: 0
  root_buffer: "clkbuf_8"
  cts_tree: "built"
  cts_resized: 0
  clk_pin_slew_ps: 40
  cts_hold_buf: 0
  cts_buffers: 3
  cts_max_level: 1
  cts.path.max_buffers: 2
yosys:
  synth_area_mm2: 0.00111
  edf_count: 0
  synth-cells-yosys: 117
  synth-main-ff-cell: "dlxtn_1"
  synth_flops: 31
  avgSynthCellArea_um2: 9.51
  synthCells: 117
  ys_area_mm2: 0.00111
  ys_types: 28
  top_area_share_pct: 28.3
  topCellsByArea: "dlxtn_1 28%, dfxtp_1 18%, ha_1 10%, and2_1 5.6%, xnor2_1 3.9%"
  yosysTopAreaCell: "dlxtn_1"
  yosys_warnings: 6
  synth-async-reset-ratio_pct: 0
worst_setup_path:
  worstPathMaxFanout: 4
  cp_data_arrival_time_ps: 1570
  timing.critical_path.buf_inv: 1
  slowest_stage: "clkdlybuf4s50_1"
  rr_endpoint: "state_cur[1]"
  critPathMaxStageDelay_ps: 470
  crit_required_ps: 1760
  crit_type: "flip-flop to primary output"
  rr_worst_depth: 5
  startpoint_type: "flip-flop"
  r2r-start: "state_cur[0]"
  worstPathCellList: "and2_1, nand4_1, nor2_1, clkdlybuf4s50_1"
  critPathCaptureType: "primary output"
  reg2reg_slack_ps: 650
  critPathTopFamily: "simple AND/OR/NAND/NOR gates"
timing:
  setup-tns-final_ps: 0
  setup_viol: 0
  finalCritPeriodShare_pct: 91.4
  tightest_slew_ps: 504
  slew_headroom_pct: 66.4
  rsz0062_at_grt: "no"
  fmax_mhz: 497
  unclocked_pins: 21
  fin_skew_ps: 1.36
  timing.final.ws_setup_ps: 189
  fin_crit_ps: 2010
  finalMaxSlewViolations: 0
  untimed_endpoints: 22
  hold_violations: 0
place:
  dp_cells: 193
  portBuffers: 6
  placed_area_mm2: 0.00126
  place_ws_ps: 432
  gp_congestion: 0.804
  dp_hpwl_um: 1180
finish:
  layout_top_cells: "21 x dlxtn_1, 10 x and2_1, 10 x nor2_1, 10 x dfxtp_1"
  final_layout_top_logic_cell: "dlxtn_1"
  area_growth_pct: 16.8
  fin_area_mm2: 0.00130
  drive_above_1_share_pct: 7.26
  largest_reg_flops: 16
  stdcell_count: 196
grt:
  globalRouteTotalUtil_pct: 3.78
  overflow: 0
  grt_max_degree: 22
  grt_pass1_wl_um: 2930
  grt_pass1_vias: 684
  antenna_found_initial: 0
power_and_ir_drop:
  ir_worst_vdd_uv: 548
  powerDensity_mw_per_mm2: 812
  p_leak_nw: 0.515
  power.total_w: 0.00105
min_path:
  hp-class: "flip-flop to flip-flop"
  min_from: "clk_counter[0]"
  hold_path_end: "clk_counter[0]"
  hold_path_depth: 1
run:
  warnings: 31
  cap_viol_max_count: 0
drt:
  n_antenna_cell: 0
  drt_iter0_markers: 17
  antenna_left: 0
  drc: 0
  firstDrtPassIters: 3
  wl_per_cell_um: 8.26
  totalWireLength_um: 1620
  vias_per_cell: 3.67
  via_count: 719
outcome:
  status: "complete, no violations"
[logic make-up (layout without fill, tap and decap cells)]
group	Yosys count	after routing	share of synthesized area, %
adder cells (fa/ha/maj)	9	9	10.1
AND/OR/NAND/NOR	48	48	25.5
latches	21	21	28.3
AND-OR/OR-AND	7	7	5.85
multiplexers	1	1	0.900
buffers and inverters	12	19	4.16
flip-flops	10	10	18.0
XOR/XNOR	9	9	7.09
[synthesized netlist by cell type (all sizes together) (2+ instances only)]
cell type	count
dlxtn	21
nor2	11
and2	10
dfxtp	10
ha	9
inv	9
nand2	6
nand2b	6
xnor2	5
xor2	4
nand3	3
nand4	3
nor3b	3
clkbuf	2
nor3	2
o21a	2
o31a	2
[through the flow]
step	hold WS, ps	util (%)
after global routing	535	23.7
after global placement	482	23.0
after floorplan	456	-
final	501	23.7
after CTS	495	23.7
after detailed placement	489	23.0
[report_power, final]
part	leakage, nW	internal [W]	total, W	switching [W]
Combinational	0.243	0.000157	0.000400	0.000243
Clock	0.0216	0.000119	0.000184	0.0000646
Sequential	0.250	0.000432	0.000470	0.0000384
[layout make-up]
type / count / area (um^2)
multi-input cells: 74 / 551
inverters: 9 / 33.8
fillers: 600 / 4170
well taps: 72 / 90.1
flip-flops and latches: 31 / 515
clock buffers: 3 / 41.3
repair buffers: 7 / 67.6
[how the worst max path moves through the flow]
stage / from / end / slack, ps / cells past startpoint
CTS: clk_counter[3] / done / 170 / 4
global route: clk_counter[3] / done / 60 / 4
finish: clk_counter[3] / done / 190 / 4
[routing by layer]
| metal | vias up | part of all wire [%] | track usage (%) |
|---|---|---|---|
| li1 | 389 | - | - |
| met1 | 317 | 54 | 5.26 |
| met2 | 11 | 40 | 5.78 |
| met3 | 2 | 4.3 | 1.28 |
| met4 | 0 | 1.1 | 0.374 |
| met5 | - | 0 | 0 |
[worst reg2reg max path, stage by stage, from the launching register on]
cell and delay (ps):
dfxtp_1 370, inv_1 80, ha_1 260, and2b_2 240, nor4_4 330, mux2i_1 210
Power and IR drop assume default switching activity.
