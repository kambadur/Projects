--- flow/config.mk ---
export PLATFORM = sky130hd
export DESIGN_NAME = shiftreg8_3
export DESIGN_NICKNAME = shiftreg8_3
export VERILOG_FILES = /design/flow/design.v
export SDC_FILE = /design/flow/constraint.sdc
export NUM_CORES = 4
export LEC_CHECK = 1
export CORE_AREA = 10 10 92 92
export DIE_AREA = 0 0 102 102
--- flow/constraint.sdc ---
current_design shiftreg8_3

set clk_period 1.8
set clk_io_pct 0.2

create_clock -name clk0 -period $clk_period [get_ports {clk}]

set non_clock_inputs [all_inputs -no_clocks]
set_input_delay [expr $clk_period * $clk_io_pct] -clock clk0 $non_clock_inputs
set_output_delay [expr $clk_period * $clk_io_pct] -clock clk0 [all_outputs]
--- flow/design.v ---
module my_dff8(
    input clk,
    input [7:0] d,
    output reg [7:0] q
);
always @(posedge clk) begin
    q <= d;
end
endmodule
module shiftreg8_3 (
    input clk,
    input [7:0] d,
    input [1:0] sel,
    output reg [7:0] q
);
wire [7:0] q1, q2, q3;
my_dff8 my_dff8_1(
    .clk(clk),
    .d(d),
    .q(q1)
);
my_dff8 my_dff8_2(
    .clk(clk),
    .d(q1),
    .q(q2)
);
my_dff8 my_dff8_3(
    .clk(clk),
    .d(q2),
    .q(q3)
);
always @(*) begin
    case (sel)
    2'b00    : q = d;
    2'b01    : q = q1;
    2'b10    : q = q2;
    2'b11    : q = q3;
        default: q=8'b0; 
    endcase
end
endmodule
--- flow/run.sh ---
#!/bin/bash
# OpenROAD 26Q1-2900-gdf79404cd8, Yosys 0.63+post, stock flow scripts
make -C /OpenROAD-flow-scripts/flow DESIGN_CONFIG=/design/flow/config.mk WORK_HOME=/design/flow/orfs finish
==> flow_metrics.env <==
# yosys + openroad results
export IMPL_cp_cell_sequence="clkdlybuf4s50_1 -> mux4_2 -> buf_2"
export IMPL_drv_slew=0
export IMPL_syn_area_um2=683.2
export IMPL_peakVddDrop_mv=0.2141
export IMPL_grt_max_degree=13
export IMPL_area_growth_pct=45.24
export IMPL_synth_distinct_cells=3
export IMPL_grt_pass1_vias=391
export IMPL_fp_row_count=29
export IMPL_critPathKind="input port to output pin"
export IMPL_n_antenna_cell=0
export IMPL_ff2ff_setup_slack_ns=1.38
export IMPL_grt_overflow=0
export IMPL_yosysCellCount=34
export IMPL_clk_latency_ns=0.25
export IMPL_min_period_ns=1.734
export IMPL_cp_top_family="buffers and inverters"
export IMPL_die_h_um=102
export IMPL_cts_setup_buffers=0
export IMPL_firstDrtPassIters=2
export IMPL_antenna_left=0
export IMPL_fp_util_pct=10.58
export IMPL_cts_sinks=24
export IMPL_post_drt_via_cell_ratio=2.545
export IMPL_core_mm2=0.006459
export IMPL_cap_violations=0
export IMPL_drc=0
export IMPL_power_density_mw_per_mm2=963.0
export IMPL_cts_buffer_depth=2
export IMPL_gp_congestion=0.7752
export IMPL_warnings=26
export IMPL_crit_buf_inv=2
export IMPL_crit_end="q[3]"
export IMPL_io_pins=19
export IMPL_min_path_type="input port to flop"
export IMPL_yosysChipArea_um2=683.2
export IMPL_numSynthFlops=24
export IMPL_crit_fanout=2
export IMPL_dieArea_mm2=0.01040
export IMPL_drt_iter0_markers=5
export IMPL_rr_worst_depth=0
export IMPL_edf_count=0
export IMPL_rsz0062_at_grt="false"
export IMPL_finalSetupViolCount=0
export IMPL_hold_buffers=0
export IMPL_final_core_util_pct=15.36
export IMPL_top_area_cell="dfxtp_1"
export IMPL_async_flop_share_pct=0
export IMPL_critical_path_required_ns=1.44
export IMPL_io_buffers=18
export IMPL_cts_tree="built"
export IMPL_start_kind="input port"
export IMPL_worst_slew_pin_slew_ns=0.1463
export IMPL_cp_slowest_cell="mux4_2"
export IMPL_synth_top_area_share_pct=70.33
export IMPL_yosys_top_cells_count="dfxtp_1 (24), mux4_2 (8), buf_6 (2)"
export IMPL_path_clk_slew_ns=0.07
export IMPL_max_freq_ghz=0.5768
export IMPL_ff_type="dfxtp_1"
export IMPL_maxSlewHeadroom_pct=90.25
export IMPL_hold_viol_final=0
export IMPL_yosys_warnings=2
export IMPL_cts_buffers=3
export IMPL_setup_ws_ns=0.06616
export IMPL_die_width_um=102
export IMPL_ys_seq_share_pct=70.33
export IMPL_cp_arrival_ns=1.37
export IMPL_max_stage_delay_ns=0.45
export IMPL_wl_mm=1.284
export IMPL_synthCells=34
export IMPL_skew_ns=0.0002179
export IMPL_yosysMostFrequentCell="dfxtp_1"
export IMPL_top_cells_by_area="dfxtp_1 (70%), mux4_2 (26%), buf_6 (3.3%)"
export IMPL_critPathLaunch="d[3]"
export IMPL_endpoint_kind="output pin"
export IMPL_status="finished clean"
export IMPL_p_leak_uw=0.0003936
export IMPL_track_usage_pct=2.584
export IMPL_holdCritStartpoint="d[6]"
export IMPL_wl_per_cell_um=9.582
export IMPL_htreeDepth=1
export IMPL_antenna_found_initial=0
export IMPL_via_count=341
export IMPL_cp_depth=3
export IMPL_r2r_start="my_dff8_2.q[7]"
export IMPL_r2r_end="my_dff8_3.q[7]"
export IMPL_grt_pass1_wl_mm=2.097
export IMPL_syn_area_per_cell_um2=20.09
export IMPL_dp_slack_ns=-0.5282
export IMPL_finalClockPeriodUsage_pct=96.32
export IMPL_clockRootBuffer="clkbuf_8"
export IMPL_drive_gt1_share_pct=36.84
-- registers in the layout (all words and copies together), names as in the netlist --
signal	count
my_dff8_2.q	8
my_dff8_1.q	8
my_dff8_3.q	8
-- stage by stage --
stage	cell area (um2)	total power [uW]	setup TNS [ns]	std cells	hold slack (ns)
4_1_cts	1003	972.5	-0.02265	134	0.3479
2_1_floorplan	683.2	617.0	0	34	0.3259
3_3_place_gp	967.2	688.3	-3.862	131	0.3296
3_5_place_dp	967.2	690.1	-4.007	131	0.3325
6_report	992.2	955.5	0	134	0.2411
5_1_grt	992.2	1006	0	134	0.2358
-- where the power goes --
group	total (uW)	switching, uW	internal, uW
Combinational	89.3	23.6	65.8
Sequential	569	9.74	559
Clock	297	148	149
Total	955	181	774
-- layer usage --
metal | GRT usage, % | wire [um] | vias to the layer above | part of all wire [%]
met5 | 0 | 0 | - | 0
met4 | 0.5423 | 0 | 0 | 0
met3 | 1.500 | 109 | 0 | 8.5
met2 | 4.346 | 662 | 7 | 52
met1 | 2.771 | 512 | 163 | 40
li1 | - | - | 171 | -
-- cells in the final DEF (no fill, tap or decap) --
| cell | n |
|---|---|
| buf_2 | 3 |
| buf_4 | 2 |
| buf_6 | 2 |
| clkbuf_2 | 2 |
| clkbuf_8 | 3 |
| clkdlybuf4s15_1 | 2 |
| clkdlybuf4s15_2 | 1 |
| clkdlybuf4s50_1 | 4 |
| dfxtp_1 | 24 |
| dlygate4sd2_1 | 4 |
| dlymetal6s2s_1 | 2 |
| mux4_2 | 8 |
-- final cells by class --
| type | count | area, um2 |
|---|---|---|
| repair buffers | 22 | 193.9 |
| fillers | 717 | 5466 |
| clock buffers | 3 | 41.29 |
| well taps | 77 | 96.34 |
| multi-input cells | 8 | 180.2 |
| flip-flops and latches | 24 | 480.5 |
-- cell families after synthesis --
logic type	synth area share, %
flip-flops	70.33
multiplexers	26.37
buffers and inverters	3.296
-- what timing repair did --
| item | in CTS | in global routing |
|---|---|---|
| resized | 27 | 5 |
| cloned | 0 | 0 |
| setup endpoints to repair | 8 | 5 |
| pin swaps | 0 | 0 |
-- worst min path at each step --
| stage | to | slack [ns] | cells past startpoint |
|---|---|---|---|
| CTS | my_dff8_1.q[0] | 0.35 | 1 |
| global route | my_dff8_1.q[6] | 0.24 | 1 |
| finish | my_dff8_1.q[6] | 0.24 | 1 |
No activity file was given, so power comes from the tool's default toggle rates.
