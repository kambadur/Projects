<file path="/design/flow/run.sh">
#!/bin/bash
# OpenROAD 26Q1-2900-gdf79404cd8, Yosys 0.63+post, stock flow scripts
make -C /OpenROAD-flow-scripts/flow DESIGN_CONFIG=/design/flow/config.mk WORK_HOME=/design/flow/orfs finish
</file>
<file path="/design/flow/config.mk">
export PLATFORM = sky130hd
export DESIGN_NAME = button_counter
export DESIGN_NICKNAME = button_counter
export VERILOG_FILES = /design/flow/design.v
export SDC_FILE = /design/flow/constraint.sdc
export NUM_CORES = 4
export LEC_CHECK = 1
export CORE_UTILIZATION = 30
</file>
<file path="/design/flow/constraint.sdc">
current_design button_counter

set clk_period 10.5
set clk_io_pct 0.2

create_clock -name clk0 -period $clk_period [get_ports {clk_in}]

set non_clock_inputs [all_inputs -no_clocks]
set_input_delay [expr $clk_period * $clk_io_pct] -clock clk0 $non_clock_inputs
set_output_delay [expr $clk_period * $clk_io_pct] -clock clk0 [all_outputs]
</file>
<file path="/design/flow/design.v">
module button_counter(
    input                rst_in,
    input                clk_in,
    output reg [2:0]     led
);
wire rst, clk; 
reg clk_div;
reg [61:0] div_counter;
initial begin
    clk_div = 1'b0;
    div_counter = 62'b0;
end
assign rst = ~rst_in;
assign clk = ~clk_in;
always @(posedge clk) begin
    if(div_counter == 62'b0) begin
        clk_div <= ~clk_div;
    end
    else  div_counter <= div_counter + 1'b1;
end
always @(posedge clk_div or posedge rst) begin
    if(rst == 1'b1) begin
        led <= 3'b111;
    end
    else begin
        led = led + 1'b1;
    end
end
endmodule
</file>
==> reports/metrics.cfg <==
[final_layout]
layout_top_cells=75 x inv_1, 63 x edfxtp_1, 34 x xnor2_1
n_fill_cell=1096
lay_top_count=inv_1
drive_gt1_share_pct=7.124
fin_cells=522
syn_to_final_growth_pct=20.95

[min_path]
hp-class=reg -> reg

[sta]
rsz0062_at_grt=false
report.final.setup_viol=0
worstMarginPinSlew_ps=594.1
finalClockPeriodUsage_pct=24.99
tns_ps=0
unclocked_pins=3
slew_headroom_pct=60.03
slew_violations=0
fin_worst_skew_ps=18.14
fin_crit_ps=2624
final-hold-violation-count=0
untimed_endpoints=6
fmax_mhz=381.0

[run]
warnings=89
cap_violations=0

[logic_synthesis]
postSynthCellCount=299
ys_cells=299
netlist-cell-type-count=27
yosys_warnings=1
yosysTopAreaCellShare_pct=54.23
ys_seq_share_pct=56.49
syn_avg_cell_area_um2=11.67
ys_async_sr_fraction_pct=4.545
ys_area_mm2=0.003488
numSynthFlops=66
ys_dominant_reg_cell=edfxtp_1
synthTopCellsByArea=edfxtp_1 54%, xnor2_1 8.5%, xor2_1 6.5%
edf_count=63
synth_area_leader_cell=edfxtp_1
synth_area_mm2=0.003488

[place]
gp_congestion=0.8487
hpwl_um=4693
place.port_buffers=4
placed_cells=444

[clock_network]
cts_tree=built
htreeDepth=3
numCtsBuffers=9
cts_buffer_depth=2
cts-resized-gates=0
worstSkewPairLatency_ps=390
cts.clk_slew.worst_paths_ps=40
post-cts-setup-buffers=0
root_buffer=clkbuf_16
cts.hold.buffers_added=0

[route]
wl_um=7025
via_per_inst=4.852
drt_iter0_markers=164
drc=0
drt-pass1-iter-count=4
avgRoutedWirePerCell_um=13.46
vias=2533
ant_nets=0
num_antenna_cells=0

[floorplanning]
dieHeight_um=109.8
fp.dieW_um=109.8
design.core.area_mm2=0.01137
io_pins=5
rows=39
initCoreUtil_pct=30.68
die_area_mm2=0.01206

[critical_path]
crit_path_start_kind=flip-flop
crit_required_ps=15810
cp.arrival_ps=7930
endpoint_kind=flip-flop
worstSetupPathType=reg -> reg
crit_path_max_fanout=45

[pwr]
max-vdd-ir-drop_mv=0.05963
leakagePower_nw=1.759
power_density_mw_per_mm2=154.2

[grt]
grt_pass1_wl_um=11960
grt_pass1_vias=2607
grt.total_usage_pct=13.40
grt_start_max_net_pins=46
antenna_found_initial=0
grt.overflow.total=0

[status]
outcome=finished clean

==> metrics by stage <==
stage	cell area [µm²]	worst slack (ps)	hold WS [ps]	utilization [%]	total power, W
2_1_floorplan	3488	7922	545.2	-	0.0003141
3_3_place_gp	3701	7856	592.0	32.55	0.0003146
3_5_place_dp	3701	7930	596.0	32.55	0.0003146
4_1_cts	4219	7877	604.2	37.11	0.0006651
5_1_grt	4219	7606	616.9	37.11	0.0006967
6_report	4219	7876	609.9	37.11	0.0006505
==> registers in the layout (all words and copies together) (netlist names) <==
signal and flops:
div_counter 62, clk_div 1, led 3
==> cells in the mapped netlist (2+ instances only) <==
library cell	instances
xor2_1	26
nor4_1	22
edfxtp_1	63
inv_1	12
nor3_1	12
dfstp_2	3
buf_2	2
and4_1	3
nand4_4	2
nand3_1	27
ha_1	3
xnor2_1	34
nor2_1	21
nor4_4	2
nand2_1	26
and3_1	8
nand4_1	23
==> metal layers <==
| layer | up-vias | global-route usage [%] | part of all wire, % |
|---|---|---|---|
| li1 | 1269 | - | - |
| met1 | 1182 | 20.22 | 49 |
| met2 | 71 | 18.04 | 43 |
| met3 | 11 | 5.498 | 6.7 |
| met4 | 0 | 4.762 | 1.7 |
| met5 | - | 0 | 0 |
==> report_power, final <==
group	switching, W	leakage (nW)	internal, W
clock network	0.000162	0.480	0.000213
registers	0	0.765	0.000275
logic	0.000000185	0.514	0.000000330
total	0.000162	1.76	0.000488
==> area by class of cell <==
class                   count  area [µm²]  share of cell area, %
repair buffers              5       47.55                  1.127
inverters                  11       41.29                 0.9786
clock inverters            70       296.5                  7.028
clock buffers               9       225.2                  5.338
multi-input cells         218        1459                  34.58
flip-flops and latches     66        1971                  46.71
well taps                 143       178.9                  4.241
==> cells by family (layout without fill, tap and decap cells) <==
| group | after synthesis | after routing | synth area share [%] |
|---|---|---|---|
| xor+xnor | 61 | 61 | 15.53 |
| fa+ha+maj | 3 | 3 | 1.076 |
| buf+inv | 15 | 95 | 1.686 |
| flops | 66 | 66 | 56.49 |
| simple gates | 154 | 154 | 25.22 |
==> worst paths after layout <==
kind | cells after the start | from | endpoint | slack, ps
worst max-delay path | 5 | div_counter[9] | div_counter[41] | 7880
worst max register to register | 5 | div_counter[9] | div_counter[41] | 7880
worst min register to register | 1 | div_counter[61] | div_counter[61] | 610
worst min-delay path | 1 | div_counter[61] | div_counter[61] | 610
==> critical path: stages (launching register included) <==
cell and delay [ps]:
edfxtp_1 490, nor4_1 400, nand4_1 170, nor4_1 510, inv_2 300, buf_4 400
Power figures rest on the tool's default switching activity, not on a simulated workload.
